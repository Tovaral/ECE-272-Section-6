**design/flow/config.mk**
```make
export PLATFORM = sky130hd
export DESIGN_NAME = clock_timer
export DESIGN_NICKNAME = clock_timer
export VERILOG_FILES = /design/flow/design.v
export SDC_FILE = /design/flow/constraint.sdc
export NUM_CORES = 4
export LEC_CHECK = 1
export CORE_AREA = 10 10 98 98
export DIE_AREA = 0 0 108 108
```
**design/flow/constraint.sdc**
```tcl
current_design clock_timer

set clk_period 4.3
set clk_io_pct 0.2

create_clock -name clk0 -period $clk_period [get_ports {clk_i}]

set non_clock_inputs [all_inputs -no_clocks]
set_input_delay [expr $clk_period * $clk_io_pct] -clock clk0 $non_clock_inputs
set_output_delay [expr $clk_period * $clk_io_pct] -clock clk0 [all_outputs]
```
**design/flow/design.v**
```verilog
module clock_timer(
	input logic clk_i,		 
	input logic reset_n,
	output logic clk_s,
	output logic clk_m
		);
		logic [25:0] count_s;	 
		logic [35:0] count_m;
		logic [5:0] seconds;
		logic [5:0] mins;
		always_ff @ (posedge clk_i, negedge reset_n)			
			begin
				count_s <= count_s + 1;	 
				if(!reset_n)  
					begin
						clk_s <= 0;
						count_s <= 0;
					end
				else
					if(count_s >= 1000000)  
						begin		
							clk_s <= ~clk_s;	 
							count_s <= 0;			 
						end
			end
endmodule
```
**design/flow/run.sh**
```bash
#!/bin/bash
# OpenROAD 26Q1-2900-gdf79404cd8, Yosys 0.63+post, stock flow scripts
make -C /OpenROAD-flow-scripts/flow DESIGN_CONFIG=/design/flow/config.mk WORK_HOME=/design/flow/orfs finish
```
==> flow_summary.json <==
{
  "finish.utilization_pct": 18.4,
  "cts_tree": "built",
  "critPathCaptureType": "output port",
  "mostFrequentLayoutCells": "27 x dfrtp_1, 14 x nor2_1, 10 x xor2_1",
  "area_leaders": "dfrtp_1 55%, xor2_1 7.2%, nor2_1 4.3%, and4_1 2.9%, nand3_1 2.9%",
  "core_area_um2": 7650,
  "drive_gt1_share_pct": 4.88,
  "cts-root-buf": "clkbuf_8",
  "finalHoldViolCount": 0,
  "rows": 32,
  "viasPerCell": 3.59,
  "fin_skew_ps": 6.43,
  "layout_top_cell": "dfrtp_1",
  "wl_per_cell_um": 8.77,
  "clkLatencyLatePin_ps": 270,
  "seqCellArea_um2": 676,
  "status": "finished, final reports clean",
  "required_ps": 3440,
  "r2r-start": "count_s[24]$_DFF_PN0_",
  "cp.depth": 1,
  "cts_resized": 0,
  "totalNegativeSetupSlack_ps": 0,
  "grt_setup_unrepaired": "false",
  "adder_share_pct": 2.05,
  "min_path_type": "flop to flop",
  "logic_area_um2": 507,
  "cp-endpoint": "clk_s",
  "die_area_um2": 11700,
  "fp_util_pct": 16.0,
  "n_antenna_cell": 0,
  "post-route-period-util_pct": 45.7,
  "aoi_share_pct": 6.45,
  "muxShareOfSynthArea_pct": 0,
  "top_level_ports": 4,
  "htreeDepth": 1,
  "cts_sinks": 27,
  "ys_cells": 115,
  "xor_share_pct": 9.31,
  "area_delta_synth_final_pct": 14.9,
  "syn_avg_cell_area_um2": 10.6,
  "die_width_um": 108,
  "cp_cell_sequence": "clkdlybuf4s50_1",
  "grt_pass1_vias": 788,
  "maxCapViolCount": 0,
  "yosys_warnings": 2,
  "yosysUniqueCellTypes": 25,
  "worst_path_max_delay_cell": "clkdlybuf4s50_1",
  "gp_congestion": 0.815,
  "critPathArrivalTime_ps": 1110,
  "drt_pass1_iterations": 4,
  "whs_ps": 484,
  "post_synth_and_or_nand_nor_area_fraction_pct": 21.5,
  "r2r.worst_path.cells": 3,
  "critical_path.top_delay_family": "buffers and inverters",
  "power.density_nw_per_um2": 301,
  "synth-seq-area-share_pct": 55.3,
  "layout_setup_ws_ps": 2330,
  "antenna_found_initial": 0,
  "worst-r2r-setup-slack_ps": 2450,
  "ctsHoldBuffers": 0,
  "setup_viol": 0,
  "cp_max_fo": 2,
  "ant_nets": 0,
  "top_area_cell": "dfrtp_1",
  "critPathLaunch": "clk_s$_DFFE_PN0P_",
  "irDropWorstVdd_v": 0.0000980,
  "warnings": 27,
  "worstHoldPathCells": 1,
  "grt_first_pass_wirelength_mm": 3.53,
  "vias": 808,
  "drc_errors": 0,
  "grtUsageTotal_pct": 3.57,
  "p_leak_nw": 0.538,
  "slowest_delay_ps": 470,
  "overflow": 0,
  "period_needed_ps": 1970,
  "crit_type": "flop to output port",
  "top_cell_area_share_pct": 55.3,
  "ys.flops": 27,
  "netlist_instances": 115,
  "critPathBufInv": 1,
  "ys_area_um2": 1220,
  "fillers": 816,
  "portBuffers": 2,
  "dp_hpwl_mm": 1.31,
  "finalWirelength_mm": 1.97,
  "cts_buffers": 3,
  "grt_max_degree": 28,
  "timing.fmax_mhz": 509,
  "drv_slew": 0,
  "power_w": 0.000423,
  "cts_buffer_depth": 2,
  "post_cts_buffers": 0,
  "die_h_um": 108,
  "synthesis.area_um2": 1220,
  "ys_top_logic_family": "simple AND/OR/NAND/NOR gates",
  "dp_slack_ps": 2470,
  "path_clk_slew_ps": 80,
  "worstSetupStartpointType": "flop",
  "worstReg2RegEnd": "clk_s$_DFFE_PN0P_",
  "drt_iter0_markers": 60
}
==> state kept, by name (all words and copies together) (netlist names) <==
name and cells:
count_s 26, clk_s 1
==> worst min-delay path by stage <==
stage,start,to
after CTS,clk_s$_DFFE_PN0P_,clk_s$_DFFE_PN0P_
after global routing,clk_s$_DFFE_PN0P_,clk_s$_DFFE_PN0P_
final,clk_s$_DFFE_PN0P_,clk_s$_DFFE_PN0P_
==> power breakdown <==
group	total (W)	switching (W)	internal, W
sequential	0.000265	0.00000377	0.000261
clock	0.000140	0.0000734	0.0000663
combinational	0.0000182	0.00000789	0.0000103
==> per-stage QoR <==
stage,cell area [µm²],std cells
6_report,1410,225
5_1_grt,1410,225
4_1_cts,1410,225
3_5_place_dp,1360,221
3_3_place_gp,1360,221
2_1_floorplan,1240,121
==> layer usage <==
metal / global-route usage [%] / vias up / routed length (µm)
li1: - / 403 / -
met5: 0 / - / 0
met1: 5.19 / 390 / 992
met2: 5.47 / 15 / 906
met3: 0.843 / 0 / 74
met4: 0.382 / 0 / 0
==> synthesized netlist by cell type <==
master and number:
a21oi_1 6, a311oi_1 1, and2_1 1, and3_1 1, and4_1 4, buf_2 2, buf_4 1, buf_6 2
conb_1 1, dfrtp_1 27, ha_1 2, inv_1 6, nand2_1 5, nand3_1 7, nand4_1 5, nand4_2 1
nor2_1 14, nor4_1 1, o21ai_0 5, o31ai_1 2, or3_1 4, or4_1 3, or4_4 1, xnor2_1 3
xor2_1 10
==> final cells by class <==
class | instances | area share (%)
clock buffers | 4 | 3.21
repair buffers | 3 | 1.96
flip-flops and latches | 27 | 48.1
multi-input cells | 83 | 36.1
inverters | 6 | 1.60
well taps | 102 | 9.08
==> kinds of logic (layout without fill, tap and decap cells) <==
kind of cell / after synthesis / after routing
AOI/OAI and AO/OA: 14 / 14
buffers and inverters: 11 / 13
DFF: 27 / 27
adders and majority gates: 2 / 2
other: 1 / 7
and+or+nand+nor: 47 / 47
xor gates and xnor gates: 13 / 13
Power and IR drop assume default switching activity.
