`/design/flow/constraint.sdc`:
```
current_design Parser

set clk_period 4.0
set clk_io_pct 0.2

create_clock -name clk0 -period $clk_period

set non_clock_inputs [all_inputs -no_clocks]
set_input_delay [expr $clk_period * $clk_io_pct] -clock clk0 $non_clock_inputs
set_output_delay [expr $clk_period * $clk_io_pct] -clock clk0 [all_outputs]
```
`/design/flow/config.mk`:
```
export PLATFORM = sky130hd
export DESIGN_NAME = Parser
export DESIGN_NICKNAME = Parser
export VERILOG_FILES = /design/flow/design.v
export SDC_FILE = /design/flow/constraint.sdc
export NUM_CORES = 4
export LEC_CHECK = 1
export CORE_AREA = 10 10 70 70
export DIE_AREA = 0 0 80 80
```
`/design/flow/run.sh`:
```
#!/bin/bash
# OpenROAD 26Q1-2900-gdf79404cd8, Yosys 0.63+post, stock flow scripts
make -C /OpenROAD-flow-scripts/flow DESIGN_CONFIG=/design/flow/config.mk WORK_HOME=/design/flow/orfs finish
```
`/design/flow/design.v`:
```
module Parser(
		input logic [5:0] second,
		input logic [5:0] minute,
		output logic [3:0] one_s,
		output logic [3:0] ten_s,
		output logic [3:0] one_m,
		output logic [3:0] ten_m);
			assign	one_s = second % 10;
			assign	ten_s = (second/10) % 10;
			assign	one_m = minute % 10;
			assign	ten_m = (minute / 10) % 10;
	endmodule
```
==> results.rst <==
Synthesis and place-and-route
=============================

.. list-table::
   :header-rows: 1

   * - Metric
     - Value
   * - Post-route cell area
     - 1160 um2
   * - Yosys Warn Count
     - 0
   * - Starting DRT DRC Count
     - 50
   * - Kind of start point of the critical path
     - primary input
   * - Final worst path period share
     - 96.8%
   * - Final count of hold timing violations
     - 0
   * - Die W
     - 80 um
   * - Fraction of final layout cells with drive strength greater than 1
     - 28.4%
   * - Sum of internal, switching and leakage power
     - 0.155 mW
   * - Share of the yosys chip area belonging to registers
     - 0%
   * - Register area
     - 0 um2
   * - Maximum fanout along the worst path
     - 6
   * - Hold Path Cell Cnt
     - 0
   * - Residual antenna-violating net count after detailed routing
     - 0
   * - Ant. Diodes
     - 0
   * - Post-synth design cell area
     - 658 um2
   * - Most used cells in the layout excluding fill and tap cells
     - 25 x buf_4, 14 x clkdlybuf4s50_1, 8 x inv_1
   * - Worst Setup Slack, final
     - 127 ps
   * - Type of the worst min-delay path
     - in2out
   * - Share of the synthesized area in the top cell type
     - 7.60%
   * - Most used logic cell in the final layout
     - buf_4
   * - Count of clock buffers in the final design
     - 0
   * - Number of iterations in the first detailed-routing pass
     - 4
   * - Placement Rows
     - 21
   * - Setup TNS
     - 0 ps
   * - Power density of the placed cells
     - 134 nW/um2
   * - Warning total across the stage logs
     - 32
   * - Sw power
     - 0.0627 mW
   * - Overall global routing resource usage
     - 5.80%
   * - Synth unique cells
     - 47
   * - Worst-case setup slack after placement
     - -404 ps
   * - Core utilization at floorplan
     - 19.3%
   * - Core Box Area
     - 3420 um2
   * - Hpwl dp
     - 1.60 mm
   * - Via-to-Cell Ratio
     - 4.48
   * - Cells after synthesis
     - 101
   * - Number of I/O pins
     - 28
   * - Max Fclk
     - 258 MHz
   * - Area Growth Syn to Fin
     - 75.7%
   * - Y dimension of the die
     - 80 um
   * - Num sequential
     - 0
   * - Arrival time of the worst setup path
     - 3070 ps
   * - Cell count after placement
     - 183
   * - First-pass GRT wire length
     - 3.29 mm
   * - Pins over their slew limit
     - 0
   * - Post-detailed-routing wire length
     - 2.06 mm
   * - Cell type contributing the most total cell area after synthesis
     - ha_1
   * - Internal portion of total power
     - 0.0923 mW
   * - Vias in the first global route
     - 717
   * - Max Cap Violations
     - 0
   * - Source of the worst hold timing path
     - minute[0]
   * - Endpoint of the worst hold path
     - one_m[0]
   * - CP Capture Type
     - output pin
   * - Final weighted congestion in routability-driven placement
     - 0.826
   * - Final design utilization
     - 33.8%
   * - Total global routing overflow
     - 0
   * - Number of inserted filler cells in the final layout
     - 359
   * - Largest net degree at the start of global routing
     - 13
   * - Drt drc
     - 0
   * - Worst supply voltage drop on vdd
     - 0.0385 mV
   * - Min Clock Period, post-route
     - 3870 ps
   * - Final std cells w/o fill
     - 187
   * - Number of input and output port buffers inserted
     - 22
   * - Average footprint of a synthesized cell
     - 6.52 um2
   * - Req. time, crit path
     - 3200 ps
   * - Part of the total power dissipated in the clock network
     - 0%
   * - Area of the die
     - 6400 um2
   * - Part of the power in combinational logic
     - 100.0%
   * - Hold_ws
     - 1600 ps
   * - Total cells reported by yosys after synthesis
     - 101
   * - Leakage component of the power
     - 0.537 nW
   * - Outcome
     - finished, final reports clean
   * - Register share of total power
     - 0%
   * - Final setup violation count
     - 0
   * - Yosys-reported design area after synthesis
     - 658 um2
   * - Instance area after placement
     - 1050 um2
   * - Wirelength per Cell
     - 11.0 um
   * - Initial antenna violation count
     - 0
   * - Switching Share
     - 40.4%
   * - Worst Setup Path Type
     - in2out
   * - Routed via count
     - 837
   * - Leading cell types by total area after synthesis
     - ha_1 7.6%, nand2b_1 5.7%, o21ai_0 4.6%
## worst max-delay path, stage by stage
cell             delay (ps)
clkdlybuf4s50_1         560
buf_4                   170
inv_1                    90
a311oi_2                350
a21o_1                  220
o21ai_1                  90
a221o_1                 370
clkdlybuf4s50_1         420
## synthesized netlist by cell type (all sizes together)
master and instances:
a31oi 2, and4 1, xnor2 1, o2111ai 1, mux2i 2, clkbuf 2, a311oi 1, conb 1
nor2 7, a21boi 1, a211o 1, ha 4, nand2 7, a21o 1, buf 6, o211a 1
nand2b 6, o21bai 1, nand3 5, o21ai 9, a221o 1, o21ba 1, o32a 1, a311o 1
xor2 1, nor3 2, a21oi 3, and2 4, nand4b 1, a211oi 3, a22oi 1, nand3b 1
o22ai 2, o211ai 1, nor3b 1, nor2b 3, inv 8, nand4 1, o221ai 1, a22o 1
o21a 2, and3b 1
## routing by layer
metal  global-route usage (%)  wire length [um]
met2                     9.39               954
met5                        0                 0
met3                    0.227                57
met4                        0                 0
met1                     8.70              1040
## power groups by stage
stage,registers [mW],logic (mW),clock network (mW)
global route,0,0.173,0
finish,0,0.155,0
CTS,0,0.146,0
## kinds of logic (layout without fill, tap and decap cells)
| group | count (synthesis) | in the layout | share of synthesized area (%) |
|---|---|---|---|
| other | 1 | 2 | 0.570 |
| multiplexers | 2 | 2 | 3.04 |
| adder cells (fa/ha/maj) | 4 | 4 | 7.60 |
| buffers and inverters | 16 | 55 | 11.8 |
| AND/OR/NAND/NOR | 40 | 40 | 33.3 |
| AND-OR/OR-AND | 36 | 36 | 41.1 |
| XOR/XNOR | 2 | 2 | 2.66 |
## cell type report
class / instances / area (um2) / share of cell area [%]
timing repair buffer: 47 / 413 / 35.7
tap: 46 / 57.6 / 4.98
inverter: 8 / 30.0 / 2.60
multi-input combinational: 86 / 656 / 56.7
## repair_timing
item                       4_1_cts  5_1_grt
hold buffers                     0        0
gates cloned                     0        0
setup buffers                    2        2
pin swaps                        6       10
resized                         10       14
setup endpoints to repair        5        4
## worst max-delay path by stage
stage,start,endpoint,slack [ps]
4_1_cts,minute[4],one_m[2],8
5_1_grt,second[4],one_s[3],-4
6_report,second[2],one_s[1],130
Power and IR drop assume default switching activity.
