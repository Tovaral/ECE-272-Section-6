## flow/run.sh

```bash
#!/bin/bash
# OpenROAD 26Q1-2900-gdf79404cd8, Yosys 0.63+post, stock flow scripts
make -C /OpenROAD-flow-scripts/flow DESIGN_CONFIG=/design/flow/config.mk WORK_HOME=/design/flow/orfs finish
```

## flow/config.mk

```make
export PLATFORM = sky130hd
export DESIGN_NAME = time_machine
export DESIGN_NICKNAME = time_machine
export VERILOG_FILES = /design/flow/design.v
export SDC_FILE = /design/flow/constraint.sdc
export NUM_CORES = 4
export LEC_CHECK = 1
export CORE_AREA = 10 10 73 73
export DIE_AREA = 0 0 83 83
```

## flow/constraint.sdc

```tcl
current_design time_machine

set clk_period 1.9
set clk_io_pct 0.2

create_clock -name clk0 -period $clk_period [get_ports {clk_s}]

set non_clock_inputs [all_inputs -no_clocks]
set_input_delay [expr $clk_period * $clk_io_pct] -clock clk0 $non_clock_inputs
set_output_delay [expr $clk_period * $clk_io_pct] -clock clk0 [all_outputs]
```

## flow/design.v

```verilog
module time_machine( input logic clk_s,
			input logic clk_m,
			input logic reset_n,
			output logic [5:0] sec,
			output logic [5:0] min
			);
			always_ff @ (posedge clk_s, negedge reset_n)
			begin
				if(!reset_n)
					sec = 0;
				else
					if( sec >= 59)
						begin
							sec = 0;
							min = min +1;
							if (min > 59)
								begin
									min = 0;
								end
						end
					else
						sec = sec + 1;
			end
	endmodule	
```

==> impl_metrics.ini <==
; generated from flow reports
[outcome]
status = finished clean

[worst_setup_path]
cp_max_fo = 9
path_delay_family = flip-flops
regToRegSetupSlack_ns = 0.25
crit_arrival_ns = 1.30
criticalPathCategory = flop to output pin
cp_num_cells = 1
critPathSlowestCell = edfxtp_1
required_ns = 1.52
reg2reg_depth = 4
r2r-end = min[4]$_SDFFCE_PN0P_
critPathBufInv = 1
crit_chain = clkdlybuf4s50_1
critPathMaxStageDelay_ns = 0.53
cp-startpoint = min[3]$_SDFFCE_PN0P_
startpoint_type = flop
reg2reg_from = min[1]$_SDFFCE_PN0P_
critPathCapture = min[3]
endpoint_kind = output pin

[floorplanning]
rows = 22
fp_util = 0.183
core_area_sq_um = 3740
io_pins = 15
die_x_microns = 83
die_y_microns = 83
dieArea_sq_um = 6890

[job]
warning_count = 28
cap_violations = 0

[sta]
final_hold_viol_count = 0
setup_tns_ns = 0
relSlewSlack = 0.783
fin_crit_ns = 1.68
final_max_slew_viol_count = 0
fin_crit_sh = 0.886
fmax_mhz = 594
rsz0062_at_grt = false
finClkSkew_ns = 0.00879
worstMarginPinSlew_ns = 0.326
setup_viol = 0

[power_and_ir_drop]
power_frac_seq = 0.525
p_switching_uw = 95.1
pwr-share-clk = 0.464
power_density_nw_per_um2 = 572
power.static_leakage_uw = 0.000334
vdd_drop_max_v = 0.000272
combPwrFrac = 0.012
swShare = 0.184
p_int_uw = 422

[drt]
initialDrtViolationCount = 41
num_antenna_cells = 0
drc = 0
vias_per_cell = 4.03
routedWlPerCell_microns = 10.7
dr_total_vias = 532
ant_nets = 0
drtPass1Iterations = 3
routed_wl_mm = 1.41

[place]
portBuffers = 13
gp_congestion = 0.816
placedInstanceArea_sq_um = 860
hpwl_mm = 1.04

[synthesis]
synthAdderAreaFrac = 0.0713
top_logic_kind = simple AND/OR/NAND/NOR gates
top_area_cell = edfxtp_1
ys_seq_frac = 0.483
avgSynthCellArea_sq_um = 10.1
area_leaders = edfxtp_1, dfrtp_1, ha_1
yosys_area_sq_um = 684
ys_sh_simple = 0.192
async_flop_share = 0.500
synth_cell_types = 26
synth-edff-count = 6
ys_sh_aoi = 0.154
yosys_cells = 68
ys_sh_mux = 0
synth-main-ff-cell = edfxtp_1
netlist_instances = 68
ys_warn_count = 1
synth_flop_count = 12
top_cell_area_share = 0.263
syn_area_sq_um = 684
ys_sh_xor = 0.0512

[global_routing]
antenna_found_initial = 0
track_usage = 0.0426
grt_pass1_vias = 551
grt_overflow = 0
grt_pass1_wl_mm = 2.54
grt_max_degree = 11

[clocking]
cts_resized = 0
path_clk_slew_ns = 0.06
cts_tree = yes
htreeDepth = 1
ctsHoldBuffers = 0
clk_latency_ns = 0.24
cts-root-buf = clkbuf_8
cts_sinks = 12
cts_setup_buffers = 0
cts_inserted_buffers = 3
clockBufferDepth = 2

[cells_and_area]
fin_area_sq_um = 905
drive_above_1_share = 0.0833
seq_area_sq_um = 330
comb_area_sq_um = 320
area_growth_pct = 32.2
fillers = 409

[min_path]
hp-class = primary input to asynchronous set/reset pin
[state kept, by name, summed over array words and instances (netlist names)]
register  cells
min           6
sec           6
[synthesized netlist by cell type (3+ instances only)]
master    instances
nor2_1           10
dfrtp_1           6
edfxtp_1          6
o21ai_0           6
nand2_1           5
nand3_1           4
ha_1              3
o21ai_1           3
[power by group through the flow]
stage	clock network (uW)	logic [uW]	registers, uW
4_1_cts	244	6.20	271
5_1_grt	261	7.11	271
6_report	240	5.99	271
[cells in the final DEF (no fill, tap or decap)]
cell type         n
nand4_1           1
maj3_2            1
and2_1            1
xnor2_1           2
ha_1              3
edfxtp_1          6
dfrtp_1           6
nand2b_1          1
o21ai_1           3
clkdlybuf4s50_1  13
nor2b_1           2
and3b_2           1
nand2_1           5
o21ai_0           6
inv_1             1
o2bb2ai_1         2
nor3_1            1
a22o_1            1
clkbuf_8          3
a21oi_1           2
and3b_1           1
a31oi_1           2
nand3_1           4
clkbuf_1          1
o2111a_1          1
xor2_1            2
buf_4             2
nor2_1           10
[cells by family (layout without fill, tap and decap cells)]
logic type / count (synthesis) / count (layout)
AOI/OAI and AO/OA: 17 / 17
DFF: 12 / 12
adders and majority gates: 4 / 4
buffers and inverters: 4 / 20
and+or+nand+nor: 27 / 27
xor gates and xnor gates: 4 / 4
[worst min path at each step]
stage         startpoint  cells after the start  slack, ns                to
global route     reset_n                      2       0.47  sec[1]$_DFF_PN0_
finish           reset_n                      2       0.44  sec[1]$_DFF_PN0_
CTS              reset_n                      2       0.45  sec[1]$_DFF_PN0_
[per-stage QoR]
stage	cells	total power, uW	hold slack (ns)	setup slack (ns)	utilization
global placement	128	282	0.479	0.286	0.230
finish	132	517	0.443	0.216	0.242
floorplan	68	276	0.0844	0.355	-
global route	132	539	0.469	0.146	0.242
CTS	132	522	0.446	0.222	0.242
detailed placement	128	282	0.493	0.262	0.230
[area by class of cell]
cell class,count,share of cell area
inverter,1,0.00415
timing repair buffer,15,0.160
clock buffer,4,0.0498
tap,48,0.0664
multi-input combinational,52,0.354
sequential,12,0.365
[metal layers]
layer	vias up	GRT usage	share of wire	wire length, microns
met5	-	0	0	0
met4	0	0.00308	0.0028	4
met3	2	0.0276	0.091	128
met2	14	0.0622	0.38	539
met1	240	0.0536	0.52	741
li1	276	-	-	-
Power is estimated from default activity; no workload was simulated.
